`/design/flow/design.v`:
```
module Exec(
	input [(32-1):0] Operand1,		 
	input [(32-1):0] Operand2,     
	input [(5-1):0] Operation,      
	output reg bcond,
	output reg [(32-1):0] Out      
);
	reg flag;
	always@(*)	
	begin
		if(Operation[(5 - 1)]==1)
		begin
			flag=(Operand1==Operand2);
			case(Operation[(5-2):0])
				4'b0000: begin
					bcond=flag;
					Out=32'bx;
				end
				4'b0001: begin
					bcond=~flag;
					Out=32'bx;
				end
				4'b0101: begin				 
					if($signed(Operand1)>=$signed(Operand2))
						bcond=1;						
					else
						bcond=0;
					Out=32'bx;
				end
				4'b0111: begin
					if(Operand1>=Operand2)
						bcond=1;
					else
						bcond=0;
					Out=32'bx;
				end
				4'b0100: begin
					if($signed(Operand1)<$signed(Operand2))
						bcond=1;						
					else					
						bcond=0;
					Out=32'bx;
				end	
				4'b0110: begin
					if(Operand1<Operand2)
						bcond=1;						
					else	
						bcond=0;
					Out=32'bx;
				end
				4'b1001: begin
					Out=(Operand1+Operand2);
					Out[0]=1'b0;
					bcond=1'b0;						 
				end
				4'b1000: begin
					Out=Operand2;
					bcond=1'b0;
				end						
				default: begin
					bcond=0;
					Out=32'bx;
				end
			endcase
		end
		else
		begin
			case(Operation[3:0])
				4'b0000 : begin
					Out = Operand1 + Operand2; 			 
					bcond=1'b0;
				end
				4'b1000: begin
					Out = Operand1 - Operand2; 			 
					bcond=1'b0;
				end
				4'b0100: begin
					Out = Operand1 ^ Operand2; 			 
					bcond=1'b0;
				end		
				4'b0110: begin
					Out = Operand1 | Operand2; 			 
					bcond=1'b0;
				end
				4'b0111: begin
					Out = Operand1 & Operand2; 			 
					bcond=1'b0;
				end
				4'b0011: begin
					if(Operand1 < Operand2)				 
						Out=1;
					else
						Out=0;
					bcond=1'b0;			
				end
				4'b0010: begin
					if($signed(Operand1) < $signed(Operand2))	 
						Out=1;
					else
						Out=0;	
					bcond=1'b0;	
				end		
				4'b0001: begin
					Out = Operand1 << Operand2[4:0]; 	 
					bcond=1'b0;
				end
				4'b0101: begin
					Out =Operand1 >> Operand2[4:0]; 	 
					bcond=1'b0;
				end
				4'b1101: begin
					Out = Operand1 >>> Operand2[4:0];	 
					bcond=1'b0;
				end
				default: begin
					Out={(32){1'bx}};
					bcond=1'b0;
				end
			endcase			
		end		 
	end	  
endmodule
```
`/design/flow/run.sh`:
```
#!/bin/bash
# OpenROAD 26Q1-2900-gdf79404cd8, Yosys 0.63+post, stock flow scripts
make -C /OpenROAD-flow-scripts/flow DESIGN_CONFIG=/design/flow/config.mk WORK_HOME=/design/flow/orfs finish
```
`/design/flow/config.mk`:
```
export PLATFORM = sky130hd
export DESIGN_NAME = Exec
export DESIGN_NICKNAME = Exec
export VERILOG_FILES = /design/flow/design.v
export SDC_FILE = /design/flow/constraint.sdc
export NUM_CORES = 4
export LEC_CHECK = 1
export CORE_UTILIZATION = 50
```
`/design/flow/constraint.sdc`:
```
current_design Exec

set clk_period 14.9
set clk_io_pct 0.2

create_clock -name clk0 -period $clk_period

set non_clock_inputs [all_inputs -no_clocks]
set_input_delay [expr $clk_period * $clk_io_pct] -clock clk0 $non_clock_inputs
set_output_delay [expr $clk_period * $clk_io_pct] -clock clk0 [all_outputs]
```
==> run notes <==
Observations from the implementation run.

Flow run:
- The run puts the total number of warnings across the stage logs at 98.
- The run gives the reported max-cap violation count as 0.

Place:
- The run puts the number of cells in the design after placement at 1,592.
- The run gives the total cell area at the placement stage as a little over 10,000 um^2.
- The run puts the count of buffers inserted at the top-level ports at 102.
- The run gives the final estimated routing congestion in global placement as 1.096.
- Once detailed placement completed, the half-perimeter wirelength came to 32,720 um.

Timing:
- The run gives the transition time at the pin with the least slew margin as between 0.9 and 1 ns.
- The run gives the post-layout minimum cycle time as 10.59 ns.
- The run puts the total of endpoints with negative setup slack in the final report at 0.
- The run puts the total negative setup slack at 0 ns.
- Hold-check failures listed in the final report amount to 0.
- The run gives the remaining max-slew budget at the tightest pin as 35.52%.
- The run puts the worst hold-check slack at about 7.0 ns.
- The run gives the number of max-slew violations in the final report as 0.
- Per the timing report, the achievable frequency comes out to between 90 and 100 MHz.
- Setup repair after global routing left no endpoint under its margin.
- The final critical path takes up 71.06% of the cycle.

Floorplanning:
- According to the I/O placement log, the pin count is 102.
- The run puts the initial core utilization at between 50% and 60%.
- The die is around 140 um wide.
- The vertical die dimension reported for this design is 137.2 um.
- The core region is 17,960 um^2.
- The run puts the count of standard-cell rows at 49.
- The run puts the full die area at 18,820 um^2.

Drt:
- The run gives the detail-routed via count per cell as 6.911.
- The run gives the number of remaining DRC errors as 0.
- The run puts the remaining antenna violation count after routing at 0.
- Wires add up to approximately 43,000 um.
- The run gives the length of the first detailed-routing pass in iterations as 6.
- After detailed routing, the average wire length per cell comes to 26.73 um.
- The run puts the number of DRC violations after detailed-routing iteration 0 at 1,267.
- The run puts the diode insertion count for antenna repair at 0.
- The run puts the via count at 11.00k.

Cells and area:
- Counting the clock-network buffers in the layout gives 0.
- The finished cells cover 10,140 um^2.
- The run puts the register area at 0 um^2.
- The run puts the post-synthesis to final-layout area growth at 10.97%.
- The run puts the count of sequential standard cells at 0.
- The run puts the final cell count without fillers at 1,592.
- The run gives the fraction of final layout cells sized beyond drive strength 1 as 7.704%.

Logic synthesis:
- The run puts the synthesized cell area at between 9000 and 10,000 um^2.
- The synthesized instance count is 1,341.
- By area the synthesized netlist is led by sky130_fd_sc_hd__ha_1 (13%), sky130_fd_sc_hd__mux4_2 (9.6%), sky130_fd_sc_hd__mux2i_1 (8.0%).
- The run puts the cell total in the yosys stat output at 1,341.
- The run puts the average cell area after synthesis at 6.814 um^2.
- The run gives the number of distinct library cell variants in the gate-level netlist after synthesis as just over 80.
- The chip area line in the Yosys stat output reads 9138 um^2.
- The run gives the register share after synthesis as 0%.
- sky130_fd_sc_hd__nor2_1 is the most common cell in the netlist.
- Summed over its instances, the top area cell type makes up approximately an eighth of the synthesized netlist area.
- The run gives the count of warnings emitted by yosys as 1.
- After synthesis, the most frequently instantiated cells are sky130_fd_sc_hd__nor2_1 (138), sky130_fd_sc_hd__a21oi_1 (131), sky130_fd_sc_hd__nand2_1 (113).
- The run gives the largest area contributor in the netlist as sky130_fd_sc_hd__ha_1.

Critical path:
- The run gives the arrival time at the worst endpoint as about 7.6 ns.
- The run gives the path type of the worst setup path as in2out.
- STA classifies the critical path startpoint as an input pin.
- The run puts the maximum fanout encountered on the critical timing path at 10.
- The run gives the required arrival time at the worst endpoint as 11.92 ns.
- STA classifies the critical path endpoint as an output pin.

Global route:
- The run puts the remaining global-route overflow at 0.
- The run gives the first-pass GRT wire length as 62,280 um.
- The run puts the number of global-route vias before repair at 9,991.
- The run puts the pin count of the biggest net entering global routing at about 75.
- The run puts the combined global-route utilization of all metal layers at 46.38%.
- The run gives the initial antenna violation count as 1.

Clock tree:
- Post-CTS timing repair inserted 0 buffers for setup.
- The run gives the quantity of hold-fixing buffers added after cts as 0.
- The run puts the post-CTS resize count at 0.

Worst hold path:
- In this run the worst hold path is classified as in2out.
- Counting instances, the worst hold path has a depth of 4.

Power and ir drop:
- The run gives the power density relative to cell area as 43.73 nW/um^2.
- The run gives the leakage power as 0.004194 uW.
- Looking at the VDD voltage map, the peak drop is 0.03159 mV.

Outcome:
- The flow ran to the end, and the final reports show no timing, DRC or antenna violations.
-- final timing paths --
kind	startpoint	slack, ns	to
hold / removal	Operand2[13]	6.99	Out[13]
setup / recovery	Operand2[4]	4.31	Out[27]
-- routing by layer --
metal  GRT usage [%]  wire length (um)  up-vias
met2           68.38             17970      759
met5               0                 0        -
met4           25.64              2919        0
met1           63.79             17090     5080
met3           9.347              4575      148
li1                -                 -     5016
-- cells in the final DEF, fill, tap and decap left out, drive strengths merged, types with 9 or more instances in the layout --
master	Yosys	layout
mux2i	74	74
nor4	12	12
o211ai	17	17
nor3	38	38
a211oi	20	20
or3	13	13
mux2	14	14
nand3	26	26
ha	97	97
buf	45	27
o31ai	10	10
xnor2	34	34
a221oi	17	17
clkdlybuf4s50	0	97
a21o	10	10
a21oi	131	131
o21bai	14	14
a31oi	14	14
nand2b	9	9
mux4	39	39
inv	114	114
xor2	11	11
nor2	138	138
nor2b	11	11
o22ai	24	24
nand2	114	114
o21ai	95	95
a22oi	28	28
-- worst max-delay path, stage by stage --
cell                              delay (ns)
sky130_fd_sc_hd__clkdlybuf4s50_1        0.68
sky130_fd_sc_hd__inv_1                  0.24
sky130_fd_sc_hd__ha_1                   0.46
sky130_fd_sc_hd__nor4_1                 0.76
sky130_fd_sc_hd__o31a_1                 0.33
sky130_fd_sc_hd__nor3_2                 0.08
sky130_fd_sc_hd__o21ai_2                0.21
sky130_fd_sc_hd__a211oi_2               0.15
sky130_fd_sc_hd__o31a_1                 0.42
sky130_fd_sc_hd__nor4b_2                0.25
sky130_fd_sc_hd__mux2_1                 0.36
sky130_fd_sc_hd__a32oi_1                0.18
sky130_fd_sc_hd__clkdlybuf4s50_1        0.48
-- cell type report --
class / instances / area [um^2]
Tap cell: 229 / 286.5
Fill cell: 1790 / 7824
Timing Repair Buffer: 124 / 1164
Multi-Input combinational cell: 1125 / 8259
Inverter: 114 / 430.4
-- stage by stage --
stage / total power, uW / worst slack (ns) / utilization, %
2_1_floorplan: 267.6 / 5.651 / -
3_3_place_gp: 428.4 / 4.507 / 56.45
3_5_place_dp: 427.1 / 4.583 / 56.45
4_1_cts: 429.9 / 4.563 / 56.45
5_1_grt: 472.4 / 4.253 / 56.45
6_report: 443.4 / 4.312 / 56.45
-- report_power, final --
part	switching [uW]	internal [uW]	leakage [uW]
Combinational	264	180	0.00419
Clock	0	0	0
Sequential	0	0	0
Total	264	180	0.00419
-- cells by family (layout without fill, tap and decap cells) --
group           count (synthesis)  after routing  synth area share, %
xor+xnor                       45             45                4.313
simple gates                  388            388                19.18
fa+ha+maj                      99             99                13.72
compound gates                466            466                33.64
mux                           127            127                19.49
buf+inv                       216            238                9.654
Power and IR drop assume default switching activity.
