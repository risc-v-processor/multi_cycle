`design/flow/config.mk`:
```
export PLATFORM = sky130hd
export DESIGN_NAME = cntl_mc
export DESIGN_NICKNAME = cntl_mc
export VERILOG_FILES = /design/flow/design.v
export SDC_FILE = /design/flow/constraint.sdc
export NUM_CORES = 4
export LEC_CHECK = 1
export CORE_UTILIZATION = 40
```
`design/flow/constraint.sdc`:
```
current_design cntl_mc

set clk_period 4.6
set clk_io_pct 0.2

create_clock -name clk0 -period $clk_period [get_ports {clk}]

set non_clock_inputs [all_inputs -no_clocks]
set_input_delay [expr $clk_period * $clk_io_pct] -clock clk0 $non_clock_inputs
set_output_delay [expr $clk_period * $clk_io_pct] -clock clk0 [all_outputs]
```
`design/flow/design.v`:
```
`timescale 1ns / 1ps
module cntl_mc(
		input [(32-1):0] instruction,
		input bcond,
		input clk,
		input rst,
		output reg [11:0] micro,
		output reg sz_ex_sel,
		output reg sz_ex_mode,
		output reg mem_sz_ex_sel,
		output reg [(21-1):0] immediate,
		output reg mem_sel,
		output reg pc_update,
		output reg load_ir,
		output reg load_mdr,
		output reg mem_wr_en,
		output reg reg_file_wr_en,
		output reg wr_reg_mux_sel,
		output reg op1_sel,
		output reg [1:0] op2_sel,
		output reg [1:0] alu_demux,
		output reg [(5-1):0] alu_ctrl,
		output reg [1:0] memory_size,
		output reg [4:0] curr_state
    );
	 reg [11:0] micro_inst [0:23];
	 reg [11:0] cntl_sig;
	 reg [4:0] state;
	 reg [4:0] next_state;
	initial
		begin
			micro_inst[0]=12'b000000xxxxxx;
			micro_inst[1]=12'b010x00xxxxxx;
			micro_inst[2]=12'b000x00xxxxxx;
			micro_inst[3]=12'b000x00x101xx;
			micro_inst[4]=12'b000x00x010xx;
			micro_inst[5]=12'b000x00x000xx;
			micro_inst[6]=12'b000x01xxxx01;
			micro_inst[7]=12'b000x00x000xx;
			micro_inst[8]=12'b000x01xxxx01;
			micro_inst[9]=12'b000x00x010xx;
			micro_inst[5'b00101]=12'b000x00x010xx;
			micro_inst[11]=12'b000x010xxx01;
			micro_inst[12]=12'b000x00xx10xx;
			micro_inst[13]=12'b000x00x110xx;
			micro_inst[14]=12'b000110xxxx10;
			micro_inst[15]=12'b000x00x110xx;
			micro_inst[16]=12'b000100xxxx01;
			micro_inst[17]=12'b000x00x110xx;
			micro_inst[18]=12'b000x00x101xx;
			micro_inst[19]=12'b000x00x110xx;
			micro_inst[20]=12'b001x00xxxxxx;
			micro_inst[21]=12'b000x011000xx;
			micro_inst[22]=12'b000x00xxxx00;
			micro_inst[23]=12'b100x00xxxxxx;			
		end
always@(posedge clk)
	begin
		if(rst)
			begin
				state=0;
				{pc_update,load_ir,load_mdr,mem_sel,mem_wr_en,reg_file_wr_en,wr_reg_mux_sel,op1_sel,op2_sel,
					alu_demux} <= micro_inst[0];
					micro<=micro_inst[0];
			end
		else
			begin
				state=next_state;
				{pc_update,load_ir,load_mdr,mem_sel,mem_wr_en,reg_file_wr_en,wr_reg_mux_sel,op1_sel,op2_sel,
					alu_demux} <= cntl_sig;
					micro<=cntl_sig;
			end
			curr_state=state;
	end
	always @(state or bcond)		
		begin
			case(state)			
			0:begin
			  next_state=1;
			  alu_ctrl=5'bxxxxx;
			end
			1:begin
			  next_state=2;
			  alu_ctrl=5'bxxxxx;
			end
			2:begin
			     case(instruction[6:2])
			       5'b11000:begin
			          next_state=3;
						 mem_sz_ex_sel=1'bx;
						 sz_ex_mode=1'b0;
						  immediate[0] = 1'b0;
						  immediate[12:1] = {instruction[7], instruction[30:25], instruction[11:8]};
						  immediate[(21-1):13]=1'bx;
						 if(instruction[14:13] == 2'b11)
							sz_ex_sel=0;					
						 else begin
							sz_ex_sel=1;						  
					  end
					alu_ctrl = {1'b1, 1'b0, instruction[14:12]};					
					memory_size = 2'bxx;	
			        end									  
						5'b11001:begin
							  next_state=5;	
							  mem_sz_ex_sel=1'bx;
							  sz_ex_mode=1'b0;
							  immediate[11:0] = instruction[31:20];
							  immediate[(21-1):12]=1'bx;
							  alu_ctrl = instruction[6:2];					
							  memory_size = 2'bxx;
							  sz_ex_sel=1;
						 end
						5'b11011:begin
							next_state=7;
							mem_sz_ex_sel=1'bx;
						   sz_ex_mode=1'b0;
							immediate[0] = 1'b0;
							immediate[20:1] = {instruction[19:12], instruction[20], instruction[30:21]};
							alu_ctrl = {(5){1'bx}};					
							memory_size = 2'bxx;	
							sz_ex_sel=1;	
						end
						5'b00101:begin
							next_state=10;
							mem_sz_ex_sel=1'bx;
							sz_ex_mode=1'b1;
							immediate[19:0] = instruction[31:12];
						   immediate[(21-1)]=1'bx;
							alu_ctrl = {(5){1'bx}};
							memory_size = 2'bxx;	
							sz_ex_sel=0;
						end
						5'b01101:begin
							next_state=12;
							mem_sz_ex_sel=1'bx;
							sz_ex_mode=1'b1;
							immediate[19:0] = instruction[31:12];
							immediate[(21-1)]=1'bx;
							alu_ctrl = 5'b11000;
						   memory_size = 2'bxx;	
							sz_ex_sel=1;
						end
						5'b01000:begin
						  next_state=13;
						  mem_sz_ex_sel=1'bx;
						  sz_ex_mode=1'b0;
						  immediate[11:0] = {instruction[31:25],instruction[11:7]};
						  immediate[(21-1):12]=1'bx;
						  alu_ctrl = {(5){1'b0}};
						  memory_size = instruction[13:12];
						  sz_ex_sel=1;
						end
						5'b00000:begin
						  next_state=15;
						  immediate = instruction[31:20];
						  sz_ex_mode=1'b0;
						  alu_ctrl = {(5){1'b0}};
						  sz_ex_sel=1;
						  if(instruction[14])
							mem_sz_ex_sel=1'b0;
						  else
							mem_sz_ex_sel=1'b1;
							memory_size = instruction[13:12];
							end
					  5'b00100:begin
						  next_state=17;
						  mem_sz_ex_sel=1'bx;
						  sz_ex_mode=1'b0;						  
					     immediate[11:0] = instruction[31:20];
						  immediate[(21-1):12]=1'bx;
							if(instruction[14:12] == 3'b011) begin
									sz_ex_sel=0;
							end								
							else begin
									sz_ex_sel=1;
							end
							if(instruction[14:12] == 3'b010 || instruction[14:12] == 3'b011) begin
							alu_ctrl = {1'b0, 1'b1, instruction[14:12]};
						end
						else begin
							alu_ctrl = {2'b00, instruction[14:12]};
						end		
						memory_size = 2'bxx;	
						end
						5'b01100:begin
						  next_state=18;
						  mem_sz_ex_sel=1'bx;
						  sz_ex_mode=1'bx;
						  immediate={(32-1){1'bx}};
						  alu_ctrl = {1'b0,instruction[30], instruction[14:12]};
						  memory_size = 2'bxx;	
						  sz_ex_sel=1'bx;
						end	
					endcase					
			 end
			3:begin
			  if(bcond==0)
			   next_state=23;
			  else
			   next_state=4;	
				alu_ctrl=5'bxxxxx;
			 end
			23:begin
				next_state=0;
				alu_ctrl=5'b00000;
				alu_ctrl=5'bxxxxx;
			end
			4:begin
			   next_state=23;
				alu_ctrl=5'bxxxxx;
			end
			5:begin
			   next_state=6;
				alu_ctrl=5'bxxxxx;
			end
			6:begin
			  next_state=19;
			  alu_ctrl=5'bxxxxx;
			end
			19:begin	
				next_state=23;
				alu_ctrl=5'b00000;				
			end
			7:begin
			  next_state=8;
			  alu_ctrl=5'bxxxxx;
			end
			8:begin
			  next_state=9;	
			  alu_ctrl=5'bxxxxx;
			end
			9:begin
			   next_state=23;
				alu_ctrl=5'b00000;
			end
			10:begin
			   next_state=11;
				alu_ctrl=5'bxxxxx;
			end
			11:begin
			   next_state=22;
				alu_ctrl=5'bxxxxx;
			end
			22:begin
				next_state=23;
				alu_ctrl=5'b00000;
			end
			12:begin
			   next_state=11;
				alu_ctrl=5'bxxxxx;
			end
			13:begin
			  next_state=14;
			  alu_ctrl=5'bxxxxx;
			end
			14:begin
			   next_state=22;
				alu_ctrl=5'bxxxxx;
			end
			15:begin
			   next_state=16;
				alu_ctrl=5'bxxxxx;
			end
			16:begin
			  next_state=20;
			  alu_ctrl=5'bxxxxx;
			end
			20:begin
				next_state=21;
				alu_ctrl=5'bxxxxx;
			end
			21:begin
				next_state=22;
				alu_ctrl=5'bxxxxx;
			end
    		17:begin
			   next_state=11;
				alu_ctrl=5'bxxxxx;
			end
			18:begin
			   next_state=11;
				alu_ctrl=5'bxxxxx;
			end
			default:begin
			  next_state=0;
			  alu_ctrl=5'bxxxxx;
			end
			endcase
		  cntl_sig=micro_inst[next_state];
		end
endmodule		
```
`design/flow/run.sh`:
```
#!/bin/bash
# OpenROAD 26Q1-2900-gdf79404cd8, Yosys 0.63+post, stock flow scripts
make -C /OpenROAD-flow-scripts/flow DESIGN_CONFIG=/design/flow/config.mk WORK_HOME=/design/flow/orfs finish
```
==> changes_impl.md <==
### Changed

- Register pins left without a clock: 35
- Final hold violations: 0
- Latency at later pin: between 0.2 and 0.25 ns
- Hpwl dp: between 4000 and 5000 µm
- Crit Path Class: in -> reg
- Yosys cell types: slightly above 60
- Die area: 6159 µm²
- Hold Path Class: reg -> reg
- Critical path endpoint category: flop
- Non-filler cells, final: roughly 420
- Worst Setup Start Kind: input pin
- Clock skew: 0.002968 ns
- Post-Place Worst Slack: 0.9409 ns
- Leakage power: between 1 and 1.5 nW
- Die Y: slightly below 80 µm
- RSZ-0062 raised after global routing: no
- Vias in the first global route: about 1.9k
- WHS: between 0.7 and 0.8 ns
- Final instance area: approximately 3200 µm²
- Tot Pwr: 416.7 µW
- Placed Cells: just over 400
- Top sig layer: met4
- Global route total overflow: 0
- Sum of negative setup slack: 0 ns
- Fp_density: a little over two fifths
- Max Clock Freq: between 0.2 and 0.3 GHz
- All-Layer GR Usage: 19.80%
- Area after DPL: approximately 3200 µm²
- Status: finished, final reports clean
- Clock slew seen by the registers of the worst setup and hold paths: 0.06 ns
- Cell with the most instances after synthesis: dlxtn_1
- Top cells by area: dlxtn_1 (22%), dfxtp_1 (15%), buf_4 (4.8%), nand2_1 (3.9%), a22o_1 (3.4%)
- # resized after CTS: 0
- Area Overhead vs Synth: 36.90%
- Via count: ~2.2k
- Cell taking the most area after synthesis: dlxtn_1
- Mapped Area: approximately 2300 µm²
- Diodes inserted: 0
- Htree depth: 1
- IO Pins: about 95
- Fill cells: 540
- Most common library cells after synthesis: dlxtn_1 (35), nand2_1 (24), dfxtp_1 (17)
- Peak VDD IR: around 0.22 mV
- Area share, top type: about 22%
- DR pass1 iterations: 4
- Synthesis Warnings: 1
- # DRC: 0
- Hold_buf cts: 0
- Layout cells sized above 1: 5.202%
- Mean Syn Cell Area: 8.297 µm²
- IO buf count: between 90 and 100
- Initial antenna violation count: 0
- First-pass GRT wire length: roughly 9500 µm
- Max FO, Critical Path: 12
- OpenROAD warnings: 28
- Fin crit period: around 3.4 ns
- 1st-iter DRT viols: 69
- Met3 wire len: approximately 370 µm
- Wire per inst: approximately 14 µm
- Met2 WL post-DR: about 2700 µm
- Endpoints left unconstrained: approximately 65
- YS chip area: 2340 µm²
- Final ANT Viol Nets: 0
- Vias/cell: around 5.3
- # setup viols final: 0
- Pwr dens: between 100 and 150 nW/µm²
- CTS tree: built
- Post-synth regs: 52
- Setup bufs post-CTS: 0
- Fin worst setup slack: between 1 and 1.5 ns
- Clock buffer count from CTS: 3
- Dominant flop cell: dlxtn_1
- Largest net degree at the start of global routing: 26
- Mapped Cells: approximately 280
- M1 WL: 2937 µm
- Fin. max-slew vios: 0
- Worst Max-Slew Pin Slew: between 0.7 and 0.8 ns
- # rows: 27
- Global placement routability congestion: 0.9150
- Post-layout util: a little under three fifths
- Die Width: slightly below 80 µm
- Critical path arrival: between 3 and 4 ns
- EDFF count, synth: 0
- Critical Path RT: 4.74 ns
- Slew headroom: about 50%
- Root Driver: clkbuf_8
- Core Area: ~5600 µm²
- Number of cells in Yosys stat: between 200 and 300
- CTS Buffer Depth: 2
- Max cap viols: 0
- Tcrit/Tclk final: 74.35%
- Synth async-reset ratio: 0%
- Final WL: 6007 µm
[final cells by class]
type	instances	area, µm²	share of cell area [%]
Inverter	10	37.54	1.172
Clock buffer	4	45.04	1.406
Sequential cell	52	865.8	27.03
Timing Repair Buffer	92	918.4	28.67
Tap cell	72	90.09	2.813
Multi-Input combinational cell	188	1246	38.91
[metal layers]
layer	track usage (%)	up-vias
li1	-	1128
met1	30.66	1005
met2	31.49	77
met3	2.597	2
met4	1.111	0
met5	0	-
[cells in the final DEF, fill, tap and decap left out, types with 4 or more instances in the layout]
| cell type | n |
|---|---|
| a21oi_1 | 13 |
| a22o_1 | 9 |
| a22oi_1 | 5 |
| clkdlybuf4s50_1 | 91 |
| dfxtp_1 | 17 |
| dlxtn_1 | 35 |
| inv_1 | 8 |
| mux2_2 | 6 |
| nand2_1 | 24 |
| nand2b_1 | 6 |
| nand3b_1 | 7 |
| nor2_1 | 16 |
| nor2b_1 | 12 |
| nor3_1 | 14 |
| o21ai_0 | 12 |
| or3_1 | 4 |
[cell families after synthesis]
| group | synth area share [%] |
|---|---|
| AOI/OAI and AO/OA | 23.53 |
| DFF | 14.55 |
| other | 0.1603 |
| buffers and inverters | 9.733 |
| xor gates and xnor gates | 1.123 |
| latches | 22.46 |
| muxes | 3.743 |
| and+or+nand+nor | 24.71 |
[critical path, cell delays in order]
cell             delay (ns)
clkdlybuf4s50_1        0.74
inv_2                  0.12
or4_1                  0.51
a31o_1                 0.29
a2111oi_4              0.61
nand2_2                0.12
a32o_1                 0.24
[flip-flops by register name (all words and copies together) (netlist names)]
| register | flops |
|---|---|
| sz_ex_sel | 1 |
| micro | 10 |
| sz_ex_mode | 1 |
| curr_state | 5 |
| alu_ctrl | 5 |
| op2_sel | 1 |
| mem_sz_ex_sel | 1 |
| immediate | 20 |
| alu_demux | 1 |
| memory_size | 2 |
| next_state | 5 |
[power breakdown]
| part | leakage, nW | switching, mW | internal, mW | total (mW) |
|---|---|---|---|---|
| combinational | 0.795 | 0.0558 | 0.0785 | 0.134 |
| clock | 0.0228 | 0.0445 | 0.0612 | 0.106 |
| sequential | 0.417 | 0.00724 | 0.169 | 0.177 |
[final timing paths]
kind	startpoint	to	slack, ns	cells past startpoint
min reg2reg	curr_state[0]	alu_demux[0]	0.79	2
max reg2reg	curr_state[2]	alu_demux[0]	2.08	7
max	instruction[4]	micro[6]	1.18	7
min	curr_state[0]	alu_demux[0]	0.79	2
Power and IR drop assume default switching activity.
